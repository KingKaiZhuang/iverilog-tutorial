===== flow/design.v =====
module traffic_light (
    input clk,
    input rst_n,
    output reg R1, Y1, G1,   
    output reg R2, Y2, G2    
);
    parameter S0 = 2'b00,  
              S1 = 2'b01,  
              S2 = 2'b10,  
              S3 = 2'b11;  
    reg [1:0] state;
    reg [6:0] counter;
    always @(posedge clk or negedge rst_n) begin
        if (!rst_n) begin
            state <= S0;
            counter <= 0;
        end else begin
            case (state)
                S0: begin
                    if (counter == 7'd99) begin
                        state <= S1;
                        counter <= 0;
                    end else
                        counter <= counter + 1;
                end
                S1: begin
                    if (counter == 7'd19) begin
                        state <= S2;
                        counter <= 0;
                    end else
                        counter <= counter + 1;
                end
                S2: begin
                    if (counter == 7'd99) begin
                        state <= S3;
                        counter <= 0;
                    end else
                        counter <= counter + 1;
                end
                S3: begin
                    if (counter == 7'd19) begin
                        state <= S0;
                        counter <= 0;
                    end else
                        counter <= counter + 1;
                end
            endcase
        end
    end
    always @(*) begin
        R1 = 0; Y1 = 0; G1 = 0;
        R2 = 0; Y2 = 0; G2 = 0;
        case (state)
            S0: begin
                R1 = 1; G2 = 1;
            end
            S1: begin
                R1 = 1; Y2 = 1;
            end
            S2: begin
                R2 = 1; G1 = 1;
            end
            S3: begin
                R2 = 1; Y1 = 1;
            end
        endcase
    end
endmodule

===== flow/run.sh =====
#!/bin/bash
# OpenROAD 26Q1-2900-gdf79404cd8, Yosys 0.63+post, stock flow scripts
make -C /OpenROAD-flow-scripts/flow DESIGN_CONFIG=/design/flow/config.mk WORK_HOME=/design/flow/orfs finish

===== flow/config.mk =====
export PLATFORM = sky130hd
export DESIGN_NAME = traffic_light
export DESIGN_NICKNAME = traffic_light
export VERILOG_FILES = /design/flow/design.v
export SDC_FILE = /design/flow/constraint.sdc
export NUM_CORES = 4
export LEC_CHECK = 1
export CORE_AREA = 10 10 71 71
export DIE_AREA = 0 0 81 81

===== flow/constraint.sdc =====
current_design traffic_light

set clk_period 2.8
set clk_io_pct 0.2

create_clock -name clk0 -period $clk_period [get_ports {clk}]

set non_clock_inputs [all_inputs -no_clocks]
set_input_delay [expr $clk_period * $clk_io_pct] -clock clk0 $non_clock_inputs
set_output_delay [expr $clk_period * $clk_io_pct] -clock clk0 [all_outputs]

==> job_summary.md <==
### Metrics collected by this job

| Metric | Value |
|---|---|
| Mux area share | 0% |
| Max Clk Rate | 472 MHz |
| Synth area leader | dfrtp_1 |
| Least-Margin Pin Slew | around 550 ps |
| Highest Signal Layer | met4 |
| Die Wd | just over 80 µm |
| Pwr per Cell Area | 454 nW/µm² |
| Die Y | 81 µm |
| Fillcell total | 401 |
| Min Clock Period, post-route | 2120 ps |
| Top cell excl fill/tap | dfrtp_1 |
| Utilization after layout | 19.2% |
| Drt total wl | roughly 1000 µm |
| Largest net degree at the start of global routing | 12 |
| Final setup vio count | 0 |
| Post-synthesis sequential area ratio | 50.1% |
| Post-synth cell types | 23 |
| Vias in the first global route | between 400 and 500 |
| Cell Rows | 22 |
| Hold WS | 493 ps |
| Yosys warning tally | 1 |
| DR WL/cell | 9.33 µm |
| Post-Route Setup TNS | 0 ps |
| Reg clk slew, reported paths | 50 ps |
| Num Clock Sinks | 11 |
| Unrepaired setup endpoints after global routing | false |
| Top-area cell share | 45.4% |
| Crit path DRT | 2240 ps |
| Remaining antenna violation count | 0 |
| Routed met3 length | 152 µm |
| VDD IR max | between 0.1 and 0.15 mV |
| Synthesized area | between 500 and 600 µm² |
| Max Buffers Root-to-Sink | 2 |
| Endpoints failing hold | 0 |
| GP Congestion | 0.785 |
| Core Util at FP | between 15 and 20% |
| Net Switching | 0.0000576 W |
| First-pass GRT wire length | 1690 µm |
| Total track usage | 3.18% |
| Reg power frac | 50.2% |
| Iteration-0 DRC Markers | 24 |
| Met2 WL | about 380 µm |
| Ant diodes | 0 |
| Crit path DAT | 1560 ps |
| Setup Buffers After CTS | 0 |
| Crit Path Max Fanout | 7 |
| Inst Count DP | 103 |
| Clock share of power | 48.5% |
| Power consumption | 0.000318 W |
| Sw frac | 18.1% |
| Initial antenna violation count | 0 |
| Area grow syn2layout | 26.8% |
| Vias/cell | about 4 |
| Final cell count without fillers | 107 |
| Final period util | about 76% |
| Outcome | finished clean |
| Ao+oa area frac | 10.9% |
| Simple share | between 20% and 30% |
| Port bufs | 7 |
| Startpoint types | register |
| Synth logic family | simple AND/OR/NAND/NOR gates |
| Initial DRT Pass Iterations | 4 |
| Layout cell share with drive strength beyond 1 | roughly an eighth |
| Synthesis area per yosys | 552 µm² |
| Register area | 277 µm² |
| Clk_skew | 2.66 ps |
| Hold-fix buffers, CTS | 0 |
| Met1 Wirelength | between 400 and 500 µm |
| Total number of vias | between 400 and 500 |
| IO Count | 8 |
| Total CTS buffers | 3 |
| DP Wirelength | around 730 µm |
| Kind of critical path | register to output pin |
| Count of tool warnings | 25 |
| Yosys Instances | roughly 50 |
| Latency at later pin | 230 ps |
| Combinational power share | 1.3% |
| Leakage power | about 0.27 nW |
| P_int | 0.000260 W |
| Clock Tree Root | clkbuf_8 |
| Grt total ovfl | 0 |
| Die area | 6560 µm² |
| Slew Viols, Final | 0 |
| DRC violations left | 0 |
| Logic area | 244 µm² |
| Max-Cap Viols | 0 |
| Worst hold path type | register to register |
| Post-CTS resize count | 0 |
| Dominant logic cell types in the final layout | 10 x dfrtp_1, 7 x clkdlybuf4s50_1, 6 x nor3_1 |
| CTS tree | done |
| XOR/XNOR Area Share | 4.76% |
| Rel. slew slack | 63.5% |
| Yosys reg bits | 11 |
| Post-Syn Instances | 51 |
| Yosys adder share | roughly 2.3% |
| CTS H-Tree Depth | 1 |
| CORE AREA | approximately 3600 µm² |
| Area contributors post-synth | dfrtp_1 45%, a22o_1 6.3%, nor3_1 5.4% |
| Mean post-synth cell area | 10.8 µm² |
| Nature of the critical path endpoint | output pin |
routing by layer:
| metal | GRT usage (%) | vias up |
|---|---|---|
| met4 | 0.173 | 0 |
| met5 | 0 | - |
| met2 | 4.86 | 17 |
| met3 | 2.23 | 2 |
| met1 | 3.80 | 197 |
| li1 | - | 205 |
cells by family after synthesis:
kind of cell | Yosys count
xor+xnor | 3
fa+ha+maj | 1
flops | 11
buf+inv | 4
compound gates | 8
simple gates | 24
cell type report:
| cell class | instances | share of cell area, % |
|---|---|---|
| Sequential cell | 11 | 39.5 |
| Timing Repair Buffer | 7 | 10.0 |
| Tap cell | 48 | 8.59 |
| Multi-Input combinational cell | 36 | 34.9 |
| Inverter | 1 | 0.537 |
| Clock buffer | 4 | 6.44 |
cell usage after synthesis:
cell type  instances
nor3b_1            1
xor2_1             1
nand4b_1           1
nor4_1             1
or2_2              1
nand3_1            4
buf_6              2
a22o_1             4
a211oi_1           2
and3_2             1
nand2_1            2
o21ai_0            2
xnor2_1            2
ha_1               1
nor4b_2            1
nor3_1             6
nor2_1             2
dfstp_2            1
buf_2              1
and4b_1            1
or3_1              3
dfrtp_1           10
inv_1              1
power groups by stage:
stage / Sequential [W] / Combinational [W] / Clock [W]
after global routing: 0.000159 / 0.00000489 / 0.000168
final: 0.000160 / 0.00000409 / 0.000154
after CTS: 0.000159 / 0.00000439 / 0.000157
critical path, stage by stage (launching register included):
cell and delay (ps):
dfrtp_1 440, or2_2 340, nor2_1 90, clkdlybuf4s50_1 460
registers in the layout (all words and copies together), names as in the netlist:
signal	cells
counter	7
state	4
through the flow:
step | setup WS, ps | area [µm²]
global route | 611 | 699
floorplan | 1330 | 552
detailed placement | 932 | 654
CTS | 678 | 699
finish | 680 | 699
global placement | 950 | 654
path summary, 6_finish.rpt:
kind	from	endpoint	slack [ps]	cells after the start
max	state[3]$_DFF_PN0_	Y2	680	3
min	counter[0]$_DFF_PN0_	counter[0]$_DFF_PN0_	490	1
max in group asynchronous	rst_n	state[0]$_DFF_PN1_	1800	1
max reg2reg	counter[0]$_DFF_PN0_	counter[2]$_DFF_PN0_	1110	4
min in group asynchronous	rst_n	state[2]$_DFF_PN0_	650	1
min reg2reg	counter[0]$_DFF_PN0_	counter[0]$_DFF_PN0_	490	1
Power and IR drop assume default switching activity.
